$ cat flow/run.sh
#!/bin/bash
# OpenROAD 26Q1-2900-gdf79404cd8, Yosys 0.63+post, stock flow scripts
make -C /OpenROAD-flow-scripts/flow DESIGN_CONFIG=/design/flow/config.mk WORK_HOME=/design/flow/orfs finish
$ cat flow/config.mk
export PLATFORM = sky130hd
export DESIGN_NAME = ft245_transmitter
export DESIGN_NICKNAME = ft245_transmitter
export VERILOG_FILES = /design/flow/design.v
export SDC_FILE = /design/flow/constraint.sdc
export NUM_CORES = 4
export LEC_CHECK = 1
export CORE_UTILIZATION = 30
$ cat flow/constraint.sdc
current_design ft245_transmitter

set clk_period 6.2
set clk_io_pct 0.2

create_clock -name clk0 -period $clk_period [get_ports {i_ftdi_clk}]

set non_clock_inputs [all_inputs -no_clocks]
set_input_delay [expr $clk_period * $clk_io_pct] -clock clk0 $non_clock_inputs
set_output_delay [expr $clk_period * $clk_io_pct] -clock clk0 [all_outputs]
$ cat flow/design.v
module ft245_transmitter (i_reset,
            i_ftdi_clk, i_ftdi_txe_n, i_ftdi_rxf_n,
            io_ftdi_data, io_ftdi_be, o_ftdi_oe_n, o_ftdi_wr_n, o_ftdi_rd_n, o_serial_out, o_leds_n, o_ftdi_reset_n, o_fsm);
    input wire i_ftdi_clk, i_reset;
    input wire i_ftdi_txe_n, i_ftdi_rxf_n;
    inout wire [3:0] io_ftdi_be;
    inout wire [31:0] io_ftdi_data;
    output reg o_ftdi_wr_n = 1;
	output wire o_ftdi_oe_n;
	output reg o_ftdi_rd_n = 1;
	output wire [7:0] o_leds_n;
	output reg o_serial_out;
	output wire o_ftdi_reset_n;
	output wire [3:0] o_fsm;
	localparam STATE_IDLE = 0;
	localparam STATE_TRANSMIT_1 = 1;
	localparam STATE_ADDRESS_READ = 2;
	localparam STATE_DATA_READ = 3;
	localparam STATE_DECODE_CMD = 4;
	localparam STATE_TRANSMIT_2 = 5;
	localparam STATE_TRANSMIT_3 = 6;
	assign io_ftdi_be = 4'b1111;
	assign o_ftdi_reset_n = !i_reset;
	wire fifo_full;  
	wire [31:0] fifo_output_data;
	reg [31:0] data = 0;
	always @(posedge i_ftdi_clk or posedge i_reset) begin
		if (i_reset) begin
			data <= 0;
		end else begin
			if (!fifo_full) begin
				data <= data + 1;
			end
		end
	end
	assign fifo_output_data[31:0] = data[31:0];
	assign fifo_full = 0;
	assign o_ftdi_oe_n = o_ftdi_rd_n;  
	assign io_ftdi_data = o_ftdi_oe_n ? fifo_output_data : 32'bZ;
	localparam REG_ADDR_TEST = 0;
	localparam REG_ADDR_MODE = 1;
	localparam REG_READ = 0;
	localparam REG_WRITE = 1;
	localparam MODE_STREAM = 1;
	localparam MODE_IDLE = 0;
	reg[31:0] reg_test = 32'hDEADBEEF;  
	reg[31:0] reg_mode = MODE_IDLE << 31;
	wire [7:0] o_leds;
	assign o_leds = data[23:16];
	assign o_leds_n = ~o_leds;
	reg [3:0] register_address;
	reg [31:0] register_data;
	reg register_access = REG_READ;
	reg [30:0] dwords_to_transmit;
	reg [3:0] fsm = STATE_IDLE;
	assign o_fsm = fsm;
	always @(posedge i_ftdi_clk or posedge i_reset) begin  
		if (i_reset) begin
			fsm <= STATE_IDLE;
			reg_mode <= MODE_IDLE << 31;
		end else begin
			case (fsm)
				STATE_IDLE: begin  
					if (i_ftdi_rxf_n == 0) begin  
						fsm <= STATE_ADDRESS_READ;
					end else if (reg_mode[31] == MODE_STREAM) begin  
						fsm <= STATE_TRANSMIT_1;
					end
				end
				STATE_TRANSMIT_1: begin  
					dwords_to_transmit <= 0;
					fsm <= STATE_TRANSMIT_2;
				end
				STATE_TRANSMIT_2: begin  
					if (dwords_to_transmit >= reg_mode[29:0]) begin
						fsm <= STATE_IDLE;
						reg_mode[31] <= MODE_IDLE;  
					end else begin
						fsm <= STATE_TRANSMIT_3;
					end
				end
				STATE_TRANSMIT_3: begin  
					if (i_ftdi_txe_n == 0) begin  
						dwords_to_transmit <= dwords_to_transmit + 2;
					end
					fsm <= STATE_TRANSMIT_2;
				end
				STATE_ADDRESS_READ: begin  
					register_address <= io_ftdi_data[3:0];
					register_access <= io_ftdi_data[31];
					fsm <= STATE_DATA_READ;
				end
				STATE_DATA_READ: begin  
					register_data <= io_ftdi_data;
					fsm <= STATE_DECODE_CMD;
				end
				STATE_DECODE_CMD: begin
					if (register_access == REG_WRITE) begin
						if (register_address == REG_ADDR_TEST) begin
						end else if (register_address == REG_ADDR_MODE) begin
							reg_mode <= register_data;
						end
					end
					if (i_ftdi_rxf_n == 1) begin  
						fsm <= STATE_IDLE;
					end
				end
				default: begin
					fsm <= STATE_IDLE;
				end
			endcase
		end
	end
	always @(*) begin
		case (fsm)
			STATE_IDLE: begin
				o_ftdi_rd_n = 1;
				o_ftdi_wr_n = 1;
			end
			STATE_TRANSMIT_1: begin
				o_ftdi_rd_n = 1;
				o_ftdi_wr_n = 0;
			end
			STATE_TRANSMIT_2: begin
				o_ftdi_rd_n = 1;
				o_ftdi_wr_n = 0;
			end
			STATE_TRANSMIT_3: begin
				o_ftdi_rd_n = 1;
				o_ftdi_wr_n = 0;
			end
			STATE_ADDRESS_READ: begin
				o_ftdi_rd_n = 0;
				o_ftdi_wr_n = 1;
			end
			STATE_DATA_READ: begin
				o_ftdi_rd_n = 0;
				o_ftdi_wr_n = 1;
			end
			STATE_DECODE_CMD: begin
				o_ftdi_rd_n = 1;
				o_ftdi_wr_n = 1;
			end
			default: begin
				o_ftdi_rd_n = 1;
				o_ftdi_wr_n = 1;
			end
		endcase
	end
endmodule
==> reports/qor.txt <==
post_cts resized -> 0
postcts setup bufs -> 0
Post-synth regs -> 132
library cells used by synthesis -> 49
clock buffer depth -> 2
syn avg cell area -> 12.3 µm²
Err -> [error] [KeplerFormal.cpp:679] Workflow failed: Iso has multiple drivers: .io_ftdi_data16, io_ftdi_data[16]$_DFF_PP0_.Q0
final HPWL from detailed placement -> 7990 µm
Seq share, synth -> 0.579
Initial Util -> 0.308
row count -> 52
IO Count -> 57
synthesized cell area -> 0.00628 mm²
Stopped at -> clock tree synthesis (4_1_cts)
depth of the CTS H-tree -> 4
Die H -> 147 µm
CTS root buf -> clkbuf_16
die width -> 147 µm
outcome -> did not finish
CTS Hold Buffers Added -> 0
clk sink count -> 132
CTS buffer count -> 17
Yosys chip area -> 0.00628 mm²
ys async rst share -> 0.500
GP Congestion -> 0.820
Synth Flop Type -> edfxtp_1
synthesized instance count -> 512
I/O Buffers -> 18
Yosys Instances -> 512
synth warn -> 3
Post-synth EDFFs -> 66
cells by family after synthesis:
family,synth area share
adders and majority gates,0.0618
other,0.00120
buffers and inverters,0.0428
xor gates and xnor gates,0.0809
DFF,0.579
muxes,0.0538
and+or+nand+nor,0.153
AOI/OAI and AO/OA,0.0275
cell usage after synthesis, types with 8 or more instances:
master    instances  area (µm²)
nand2_1          29         109
xnor2_1          30         263
nand4_1          15        93.8
dfrtp_1          66        1650
ha_1             31         388
edfxtp_1         66        1980
inv_1            46         173
a21oi_1           8        40.0
xor2_1           28         245
mux2_2           30         338
nand3_1          29         145
nor2_1           49         184
per-stage QoR:
step / std cells / setup WS, ns / instance area [µm²] / hold WS (ns) / power, mW
3_3_place_gp: 794 / 2.35 / 6760 / 0.459 / 1.75
2_1_floorplan: 516 / 2.16 / 6290 / 0.446 / 1.60
3_5_place_dp: 794 / 2.35 / 6760 / 0.464 / 1.77
Power and IR drop assume default switching activity.
