===== flow/config.mk =====
export PLATFORM = sky130hd
export DESIGN_NAME = sfifo
export DESIGN_NICKNAME = sfifo
export VERILOG_FILES = /design/flow/design.v
export SDC_FILE = /design/flow/constraint.sdc
export NUM_CORES = 4
export LEC_CHECK = 1
export CORE_UTILIZATION = 40

===== flow/constraint.sdc =====
current_design sfifo

set clk_period 3.9
set clk_io_pct 0.2

create_clock -name clk0 -period $clk_period [get_ports {i_clk}]

set non_clock_inputs [all_inputs -no_clocks]
set_input_delay [expr $clk_period * $clk_io_pct] -clock clk0 $non_clock_inputs
set_output_delay [expr $clk_period * $clk_io_pct] -clock clk0 [all_outputs]

===== flow/design.v =====
`default_nettype	none
module sfifo #(
		parameter	BW=8,	 
		parameter 	LGFLEN=4,
		parameter [0:0]	OPT_ASYNC_READ = 1'b1,
		parameter [0:0]	OPT_WRITE_ON_FULL = 1'b0,
		parameter [0:0]	OPT_READ_ON_EMPTY = 1'b0
	) (
		input	wire		i_clk,
		input	wire		i_reset,
		input	wire		i_wr,
		input	wire [(BW-1):0]	i_data,
		output	reg 		o_full,
		output	reg [LGFLEN:0]	o_fill,
		input	wire		i_rd,
		output	reg [(BW-1):0]	o_data,
		output	reg		o_empty	 
	);
	localparam	FLEN=(1<<LGFLEN);
	reg			r_full, r_empty;
	reg	[(BW-1):0]	mem[0:(FLEN-1)];
	reg	[LGFLEN:0]	wr_addr, rd_addr;
	reg	[LGFLEN-1:0]	rd_next;
	wire	w_wr = (i_wr && !o_full);
	wire	w_rd = (i_rd && !o_empty);
	initial	o_fill = 0;
	always @(posedge i_clk)
	if (i_reset)
		o_fill <= 0;
	else case({ w_wr, w_rd })
	2'b01: o_fill <= o_fill - 1;
	2'b10: o_fill <= o_fill + 1;
	default: o_fill <= wr_addr - rd_addr;
	endcase
	initial	r_full = 0;
	always @(posedge i_clk)
	if (i_reset)
		r_full <= 0;
	else case({ w_wr, w_rd})
	2'b01: r_full <= 1'b0;
	2'b10: r_full <= (o_fill == { 1'b0, {(LGFLEN){1'b1}} });
	default: r_full <= (o_fill == { 1'b1, {(LGFLEN){1'b0}} });
	endcase
	always @(*)
	if (OPT_WRITE_ON_FULL && i_rd)
		o_full = 1'b0;
	else
		o_full = r_full;
	initial	wr_addr = 0;
	always @(posedge i_clk)
	if (i_reset)
		wr_addr <= 0;
	else if (w_wr)
		wr_addr <= wr_addr + 1'b1;
	always @(posedge i_clk)
	if (w_wr)
		mem[wr_addr[(LGFLEN-1):0]] <= i_data;
	initial	rd_addr = 0;
	always @(posedge i_clk)
	if (i_reset)
		rd_addr <= 0;
	else if (w_rd)
		rd_addr <= rd_addr + 1;
	always @(*)
		rd_next = rd_addr[LGFLEN-1:0] + 1;
	initial	r_empty = 1'b1;
	always @(posedge i_clk)
	if (i_reset)
		r_empty <= 1'b1;
	else case ({ w_wr, w_rd })
	2'b01: r_empty <= (o_fill <= 1);
	2'b10: r_empty <= 1'b0;
	default: begin end
	endcase
	always @(*)
	if (OPT_READ_ON_EMPTY && i_wr)
		o_empty = 1'b0;
	else
		o_empty = r_empty;
	generate if (OPT_ASYNC_READ && OPT_READ_ON_EMPTY)
	begin : ASYNCHRONOUS_READ_ON_EMPTY
		always @(*)
		begin
			o_data = mem[rd_addr[LGFLEN-1:0]];
			if (r_empty)
				o_data = i_data;
		end
	end else if (OPT_ASYNC_READ)
	begin : ASYNCHRONOUS_READ
		always @(*)
			o_data = mem[rd_addr[LGFLEN-1:0]];
	end else begin : REGISTERED_READ
		reg		bypass_valid;
		reg [BW-1:0]	bypass_data, rd_data;
		initial bypass_valid = 0;
		always @(posedge i_clk)
		if (i_reset)
			bypass_valid <= 0;
		else begin
			bypass_valid <= 1'b0;
			if (!i_wr)
				bypass_valid <= 1'b0;
			else if (r_empty || (i_rd && (o_fill == 1)))
				bypass_valid <= 1'b1;
		end
		always @(posedge i_clk)
			bypass_data <= i_data;
		initial mem[0] = 0;
		initial rd_data = 0;
		always @(posedge i_clk)
			rd_data <= mem[(w_rd)?rd_next : rd_addr[LGFLEN-1:0]];
		always @(*)
		if (OPT_READ_ON_EMPTY && r_empty)
			o_data = i_data;
		else if (bypass_valid)
			o_data = bypass_data;
		else
			o_data = rd_data;
	end endgenerate
	wire	[LGFLEN-1:0]	unused;
	assign	unused = rd_next;
endmodule

===== flow/run.sh =====
#!/bin/bash
# OpenROAD 26Q1-2900-gdf79404cd8, Yosys 0.63+post, stock flow scripts
make -C /OpenROAD-flow-scripts/flow DESIGN_CONFIG=/design/flow/config.mk WORK_HOME=/design/flow/orfs finish

==> results.tsv <==
stage	metric	value	unit
outcome	status	complete, no violations	
logic_synthesis	top_cell_area_share	63.8	%
logic_synthesis	syn_area	0.00602	sq mm
job	warning_count	31	
clock_network	cts_tree	done	
setup_path	regToRegSetupSlack	1.47	ns
logic_synthesis	synth-main-ff-cell	edfxtp_1	
routing	wl_met2	5540	microns
clock_network	clkLatencyLatePin	0.42	ns
floorplan	core_area	0.0146	sq mm
routing	drc	0	
logic_synthesis	yosys_area	0.00602	sq mm
clock_network	cts_hold_buf	0	
setup_path	critPathKind	reg2out	
setup_path	cp_max_fo	17	
floorplan	chipArea	0.0156	sq mm
finish	final_util	48.9	%
routing	drtPass1Iterations	4	
grt	grt-ovfl-total	0	
finish	layout.cells.non_filler	593	
routing	vias_per_cell	5.33	
setup_path	r2r_start	rd_addr[0]	
finish	area_growth	18.6	%
grt	grt_use_total	17.6	%
finish	fillers	1151	
placed_design	gp_congestion	0.800	
setup_path	path_cells	buf_4 -> mux4_1 -> a22oi_1 -> nand2_1 -> clkdlybuf4s50_1	
logic_synthesis	postSynthAreaPerCell	17.4	sq um
placed_design	port_buffers	26	
job	timing.max_cap.violations	0	
grt	grt_max_degree	36	
clock_network	clkSlewWorstSetupHoldPaths	0.06	ns
clock_network	post_cts_resized	0	
setup_path	cp.required	3.12	ns
setup_path	crit_arrival	2.75	ns
routing	num_antenna_cells	0	
sta	tightest_slew	0.923	ns
logic_synthesis	top_cells_by_area	edfxtp_1, mux4_2, mux4_1, dfxtp_1, ha_1	
grt	grt_pass1_wl	18900	microns
setup_path	startpoint	rd_addr[0]	
setup_path	startpoint_type	flip-flop	
clock_network	cts_max_level	4	
logic_synthesis	edf_count	128	
setup_path	crit_end	o_data[5]	
sta	layout_min_cycle_time	3.53	ns
sta	max_freq	283	MHz
routing	drt_iter0_markers	290	
floorplan	die_x	125	microns
logic_synthesis	postSynthSeqShare	69.5	%
clock_network	cts_made_buffers	17	
routing	wirelength	12000	microns
sta	finClkSkew	0.00572	ns
power_and_ir_drop	ir_drop	0.000310	V
clock_network	clockRootBuffer	clkbuf_16	
routing	wl_met1	4620	microns
grt	antenna_found_initial	0	
routing	ant_nets	0	
sta	slew_headroom	38.2	%
clock_network	clk_path_buf_depth	2	
sta	setup-tns-final	0	ns
logic_synthesis	ys_cells	346	
placed_design	dp_hpwl	7240	microns
setup_path	crit_slowest_cell	dfxtp_2	
logic_synthesis	syn_inst	346	
sta	finalClockPeriodUsage	90.5	%
hold_path	hold_path.class	reg2reg	
sta	slew_violations	0	
sta	rsz0062_at_grt	false	
routing	route.met3.wl	1670	microns
logic_synthesis	largest_area_cell	edfxtp_1	
logic_synthesis	ys_ff	145	
floorplan	fp_util	41.3	%
setup_path	worstSetupEndpointType	primary output	
routing	vias	3159	
floorplan	ios	27	
finish	layout-drive-gt1-share	18.1	%
logic_synthesis	synthesis.yosys.warnings	1	
setup_path	critPathMaxStageDelay	0.69	ns
setup_path	rr_worst_depth	8	
sta	setup_viol	0	
placed_design	dp_cells	561	
floorplan	die_h	125	microns
logic_synthesis	synthArstFlopShare	0	%
clock_network	clock-sinks	145	
power_and_ir_drop	p_leak	2.37	nW
setup_path	r2r-end	o_fill[4]	
routing	top_layer_used	met4	
grt	grt_pass1_vias	3340	
routing	wl_per_cell	20.2	microns
floorplan	fp-row-count	44	
sta	final_hold_viol_count	0	
clock_network	post_cts_buffers	0	
power_and_ir_drop	powerDensity	495	mW/mm^2
logic_synthesis	synth.distinct_cells	36	
==> synthesized netlist by cell type (2+ instances only) <==
master    count
buf_6         2
ha_1         15
xor2_1        7
xnor2_1       9
a22oi_1      17
nand4_1       3
nor2_1       33
mux4_2       19
buf_2         3
nor3_1        5
o22ai_1       2
clkbuf_1      9
nand2_1      18
a21oi_1       7
o21ai_0       4
a221oi_1      3
o31ai_1       2
nor2b_1       2
inv_1        10
edfxtp_1    128
nand3_1       3
dfxtp_1      17
nand2b_1      3
mux4_1       13
==> cells by family after synthesis <==
family,Yosys count,synth area share [%]
mux,33,12.9
fa+ha+maj,16,3.45
flops,145,69.5
simple gates,72,5.30
compound gates,38,4.34
xor+xnor,16,2.33
buf+inv,26,2.18
==> how the worst min path moves through the flow <==
stage / from / endpoint / slack, ns / depth (start not counted)
CTS: r_empty / r_empty / 0.52 / 2
global route: r_empty / r_empty / 0.55 / 2
finish: r_empty / r_empty / 0.52 / 2
==> worst max-delay path, delay by kind of cell, from the launching register on <==
family | cells | cell delay, ns
compound gates | 1 | 0.24
buf+inv | 2 | 0.76
flops | 1 | 0.69
mux | 1 | 0.58
simple gates | 1 | 0.08
==> sequential cells by signal, indices dropped and copies added (netlist names) <==
| register | cells |
|---|---|
| r_empty | 1 |
| rd_addr | 5 |
| wr_addr | 5 |
| mem | 128 |
| o_fill | 5 |
| r_full | 1 |
==> final cells by class <==
class,instances,area (sq um),share of cell area (%)
flip-flops and latches,145,4190,58.6
multi-input cells,175,1710,23.9
clock buffers,17,425,5.96
well taps,184,230,3.22
inverters,10,37.5,0.526
clock inverters,15,136,1.91
repair buffers,47,418,5.85
==> routing by layer <==
metal,vias up,track usage [%]
li1,1470,-
met2,154,24.6
met1,1524,24.2
met5,-,0
met3,11,12.8
met4,0,2.20
==> power breakdown <==
group          switching [W]  leakage [nW]  internal, W
registers          0.0000351          1.30      0.00172
logic               0.000131         0.819     0.000156
clock network       0.000617         0.256     0.000878
total               0.000783          2.37      0.00275
==> stage by stage <==
step	total power (W)	cell area (sq um)	setup WS (ns)	hold WS (ns)
2_1_floorplan	0.00196	6020	1.61	0.440
3_3_place_gp	0.00207	6580	0.776	0.487
3_5_place_dp	0.00208	6580	0.789	0.496
4_1_cts	0.00358	7140	0.321	0.518
5_1_grt	0.00369	7140	0.180	0.546
6_report	0.00354	7140	0.369	0.519
==> cell usage in the layout (no fill, tap or decap), drive strengths merged, types with 2 or more instances in the layout <==
master	n
edfxtp	128
nor2	33
mux4	32
clkdlybuf4s50	26
buf	21
nand2	18
a22oi	17
clkbuf	17
dfxtp	17
ha	15
inv	12
xnor2	9
a21oi	7
xor2	7
clkinvlp	6
clkinv	6
nor3	5
o21ai	4
nand2b	3
a221oi	3
nand4	3
nand3	3
nor2b	2
o22ai	2
o31ai	2
Power figures rest on the tool's default switching activity, not on a simulated workload.
